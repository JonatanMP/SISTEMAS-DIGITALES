--- /design/flow/run.sh ---
#!/bin/bash
# OpenROAD 26Q1-2900-gdf79404cd8, Yosys 0.63+post, stock flow scripts
make -C /OpenROAD-flow-scripts/flow DESIGN_CONFIG=/design/flow/config.mk WORK_HOME=/design/flow/orfs finish
--- /design/flow/config.mk ---
export PLATFORM = sky130hd
export DESIGN_NAME = multiplexor
export DESIGN_NICKNAME = multiplexor
export VERILOG_FILES = /design/flow/design.v
export SDC_FILE = /design/flow/constraint.sdc
export NUM_CORES = 4
export LEC_CHECK = 1
export CORE_UTILIZATION = 30
--- /design/flow/constraint.sdc ---
current_design multiplexor

set clk_period 5.0
set clk_io_pct 0.2

create_clock -name clk0 -period $clk_period [get_ports {clk}]

set non_clock_inputs [all_inputs -no_clocks]
set_input_delay [expr $clk_period * $clk_io_pct] -clock clk0 $non_clock_inputs
set_output_delay [expr $clk_period * $clk_io_pct] -clock clk0 [all_outputs]
--- /design/flow/design.v ---
module clocks (
    input  clk,
    output reg F1,
    output reg F2,
    output reg F3,
    output reg F4,
    output reg F5,
    output reg F6,
    output reg F7,
    output reg F8,
    output reg clkdis
);
reg [24:0]contador1 = 25'd0, contador2 = 25'd0, contador3 = 25'd0, contador4 = 25'd0;
reg [24:0]contador5 = 25'd0, contador6 = 25'd0, contador7 = 25'd0, contador8 = 25'd0, contador9 = 25'b0;
parameter divf1 = 25'd642_858;
parameter divf2 = 25'd6_750_000;
parameter divf3 = 25'd2_250_000;
parameter divf4 = 25'd1_350_000;
parameter divf5 = 25'd964_286;
parameter divf6 = 25'd750_000;
parameter divf7 = 25'd613_637;
parameter divf8 = 25'd519_231;
parameter divf9 = 25'd225_000;
always @(posedge clk)  
begin
    contador1 <= contador1 + 25'd1;
    if (contador1>=(divf1-1)) begin
        contador1 <= 25'd0;
    end
    F1 <= (contador1 < (divf1/2))?1'b1:1'b0;
end
always @(posedge clk)  
begin
    contador2 <= contador2 + 25'd1;
    if (contador2>=(divf2-1)) begin
        contador2 <= 25'd0;
    end
    F2 <= (contador2 < (divf2/2))?1'b1:1'b0;
end
always @(posedge clk)  
begin
    contador3 <= contador3 + 25'd1;
    if (contador3>=(divf3-1)) begin
        contador3 <= 25'd0;
    end
    F3 <= (contador3 < (divf3/2))?1'b1:1'b0;
end
always @(posedge clk)  
begin
    contador4 <= contador4 + 25'd1;
    if (contador4>=(divf4-1)) begin
        contador4 <= 25'd0;
    end
    F4 <= (contador4 < (divf4/2))?1'b1:1'b0;
end
always @(posedge clk)  
begin
    contador5 <= contador5 + 25'd1;
    if (contador5>=(divf5-1)) begin
        contador5 <= 25'd0;
    end
    F5 <= (contador5 < (divf5/2))?1'b1:1'b0;
end
always @(posedge clk)  
begin
    contador6 <= contador6 + 25'd1;
    if (contador6>=(divf6-1)) begin
        contador6 <= 25'd0;
    end
    F6 <= (contador6 < (divf6/2))?1'b1:1'b0;
end
always @(posedge clk)  
begin
    contador7 <= contador7 + 25'd1;
    if (contador7>=(divf7-1)) begin
        contador7 <= 25'd0;
    end
    F7 <= (contador7 < (divf7/2))?1'b1:1'b0;
end
always @(posedge clk)  
begin
    contador8 <= contador8 + 25'd1;
    if (contador8>=(divf8-1)) begin
        contador8 <= 25'd0;
    end
    F8 <= (contador8 < (divf8/2))?1'b1:1'b0;
end  
always @(posedge clk)  
begin
    contador9 <= contador9 + 25'd1;
    if (contador9>=(divf8-1)) begin
        contador9 <= 25'd0;
    end
    clkdis <= (contador9 < (divf9/2))?1'b1:1'b0;
end  
endmodule
module multiplexor (
    input [2:0] selector,
    input  clk,
    output [6:0] display, 
    output reg mux,
    output [1:0]enable
);
wire F1;
wire F2;
wire F3;
wire F4;
wire F5;
wire F6;
wire F7;
wire F8;
wire clkdis;
wire clkdis2;
assign clkdis2 = clkdis;
clocks F1o(   
    .clk(clk), 
    .F1(F1), 
    .F2(F2), 
    .F3(F3), 
    .F4(F4), 
    .F5(F5), 
    .F6(F6), 
    .F7(F7), 
    .F8(F8),
    .clkdis(clkdis)
    ); 
displays disp1(  
    .clkdis(clkdis), 
    .display(display), 
    .enable(enable), 
    .selector(selector));
always @(*)  
begin
    case (selector)  
        3'b000: mux = F1;
        3'b001: mux = F2;
        3'b010: mux = F3;
        3'b011: mux = F4;
        3'b100: mux = F5;
        3'b101: mux = F6;
        3'b110: mux = F7;
        3'b111: mux = F8;
    endcase
end  
endmodule
module displays (
    input [2:0] selector,
    output [6:0] display,
    output [1:0] enable,
    input clkdis 
);
reg cont = 1'b0;
reg [6:0] display1, display2;
always @(posedge clkdis) begin  
    cont <= ~cont;
end
assign display = cont ? display2 : display1;  
assign enable = cont? 2'b01: 2'b10;  
always @(*) begin
    case (selector)  
        3'b000: display1 = 7'b1101101;
        3'b001: display1 = 7'b0110011;
        3'b010: display1 = 7'b1101101;
        3'b011: display1 = 7'b1111110;
        3'b100: display1 = 7'b1111111;
        3'b101: display1 = 7'b1011111;
        3'b110: display1 = 7'b0110011;
        3'b111: display1 = 7'b1101101;
    endcase
end
always @(*) begin
    case (selector)  
        3'b000: display2 = 7'b0110011;
        3'b001: display2 = 7'b1111110;
        3'b010: display2 = 7'b0110000;
        3'b011: display2 = 7'b1101101;
        3'b100: display2 = 7'b1101101;
        3'b101: display2 = 7'b1111001;
        3'b110: display2 = 7'b0110011;
        3'b111: display2 = 7'b1011011;
    endcase
end
endmodule
==> run summary <==
Implementation results. Final RePlAce weighted congestion landed at about 0.85. In the Yosys stats the netlist draws on 63 distinct library cells. Along the critical path, the tally of buffer and inverter instances is 3. For this run, the leading register cell type out of synthesis is sky130_fd_sc_hd__dfxtp_1. Looking at the VDD voltage map, the peak drop is 0.213 mV. Number of vias in the routed layout landed at between 7000 and 8000. Overall routing resource usage recorded by global route was about a tenth.

Leftover overflow at the end of global routing landed at 0. Post-CTS setup buffer count landed at 0. Area added between synthesis and finish landed at 15.6%.

Timing-limited maximum frequency landed at roughly 230 MHz. The die is 185 um tall. The leakage power in the latest report is between 3 and 4 nW.

Number of buffers created by CTS landed at 24. After clock tree synthesis, the clock-pin slew on the worst setup and hold paths is roughly 60 ps. Overall die width landed at ~180 um. Number of flops mapped to enable cells by yosys landed at 0. The via count of the first global-routing pass came to 6748. Setup repair after global routing left no endpoint under its margin. Total negative slack landed at 0 ps. Number of synthesized register bits landed at between 200 and 250. Power density normalized to cell area landed at roughly 320 nW/um^2. Final worst setup slack landed at between 600 and 700 ps. Across the run, the number of max-cap violations was 0. Total die size landed at around 34000 um^2. Maximum number of pins on one net before global-route repair landed at 21.

After synthesis, the design contains 1151 cells according to Yosys. Number of hold buffers added after CTS landed at 0. The run finished with clean final reports. Of all nets on the critical path, the largest fanout is 7. The OpenROAD report gives the critical path a required time of about 4000 ps. Summed instance area of the synthesized netlist landed at approximately 10000 um^2.

The largest individual stage delay along the critical path comes from the cell sky130_fd_sc_hd__clkdlybuf4s50_1. Post-DP HPWL landed at around 12 mm. Worst slew slack as a fraction of its limit landed at between 40% and 50%. The clock arrives with 4.99 ps of skew. Per the hold report, the tightest min-delay path originates at F1o.contador7[0]. Synthesized chip area reported by yosys landed at approximately 10000 um^2.

The design draws roughly 3.8 mW. For this design the top-level I/O count stands at 14. Global-route wire length before repair landed at ~31 mm. 3 endpoints have no timing constraint. Per the cell usage report, the commonest logic cells after layout are sky130_fd_sc_hd__nor2_1, sky130_fd_sc_hd__dfxtp_1, sky130_fd_sc_hd__nand2_1, sky130_fd_sc_hd__xor2_1. In this run the worst hold path is classified as reg -> reg. Per the detail_route report, routed wire per instance is between 10 and 15 um. Clock insertion delay at the later pin of the skew report landed at approximately 500 ps. Count of tool warnings landed at 31. Count of unclocked register or latch pins landed at 1. Worst setup slack after placement landed at roughly 560 ps. Total wire length landed at around 17 mm. Final hold slack landed at 458 ps.

Number of cells after detailed placement landed at between 1500 and 2000. STA classifies the critical path endpoint as an output pin. Average via count per standard cell landed at ~4.5. For the pin with the worst max-slew slack, the measured transition is between 800 and 900 ps.

Yosys reported that registers with async set or reset make up 0%. After filler insertion, the fill cell instance count of the layout stands at roughly 3300. STA classifies the critical path startpoint as an input port. Post-route minimum period landed at ~4400 ps. Per the CTS log, the root buffer master is sky130_fd_sc_hd__clkbuf_16. Final period utilization landed at 87.5%. Per STA, the library cell used most along the worst path is sky130_fd_sc_hd__clkdlybuf4s50_1. Share of the core filled by cells before placement landed at 30.7%.

The floorplan has approximately 66 rows. TritonCTS built the clock tree. The first routing iteration left approximately 390 violations. In the synthesized netlist, the number of instances is 1151. By instance count after routing, the leading logic cell type is sky130_fd_sc_hd__nor2_1.

Listed in order, past its start point the critical path passes clkdlybuf4s50_1 -> inv_1 -> ha_1 -> or4_1 -> a21oi_1 -> clkdlybuf4s50_1. CTS built an H-tree with a depth of 1. The critical path is of the in -> out type. The pre-antenna-repair detailed-routing pass consisted of 6 iterations. The launch point of the worst register-to-register path is recorded as F1o.contador5[1].

Number of warnings issued by yosys landed at 3. Count of pins over their slew limit landed at 0. Maximum single-stage delay on the critical path landed at 600 ps.

After floorplanning, the core was sized to cover roughly 33000 um^2. After clock tree synthesis, the repair step resized 0 gates. For this run, design rule violations remaining after detail routing come to 0. Final hold violation count landed at 0. Post-route antenna net violation count landed at 0. Per the detail_route report, inserted antenna diodes total 0. Endpoint arrival time on the critical path landed at about 3400 ps. The average instance in the mapped netlist occupies between 8 and 9 um^2. The most critical setup path has its startpoint at selector[0]. The initial antenna violation count came to 0.

Sequential fraction of the synthesis area landed at roughly 47%. The post-route netlist has 4.43% of its cells at a drive strength greater than 1. Register-to-register path setup slack landed at roughly 2900 ps.

Final setup violation count landed at 0. Number of port buffers landed at 13. The cell family contributing the most delay on the critical path is buffers and inverters. Number of buffers on the longest clock path landed at 3. Final instance count without filler cells landed at around 1700.
-- cell families (layout without fill, tap and decap cells) --
| logic type | count (synthesis) | count (layout) | synth area share, % |
|---|---|---|---|
| flops | 235 | 235 | 46.8 |
| compound gates | 103 | 103 | 7.38 |
| other cells | 1 | 41 | 0.0373 |
| mux | 2 | 2 | 0.224 |
| buf+inv | 59 | 87 | 2.32 |
| xor+xnor | 160 | 160 | 14.0 |
| fa+ha+maj | 16 | 16 | 1.99 |
| simple gates | 575 | 575 | 27.3 |
-- power by group --
| group | internal (mW) | switching (mW) | total (mW) |
|---|---|---|---|
| sequential | 1.89 | 0.00788 | 1.89 |
| clock | 1.13 | 0.693 | 1.82 |
| combinational | 0.0229 | 0.0299 | 0.0528 |
| total | 3.04 | 0.731 | 3.77 |
-- worst paths after layout --
kind,endpoint,depth (start not counted)
worst max register to register,F1o.contador5[8],8
worst max-delay path,mux,6
worst min register to register,F1o.contador7[0],1
worst min-delay path,F1o.contador7[0],1
-- Yosys cell counts, types with 4 or more instances --
library cell / n / share of area, %
sky130_fd_sc_hd__a21oi_1: 18 / 0.90
sky130_fd_sc_hd__ha_1: 16 / 2.0
sky130_fd_sc_hd__o311ai_0: 4 / 0.35
sky130_fd_sc_hd__nand3_1: 79 / 3.9
sky130_fd_sc_hd__a41oi_1: 4 / 0.35
sky130_fd_sc_hd__o211ai_1: 5 / 0.37
sky130_fd_sc_hd__nor2b_1: 5 / 0.31
sky130_fd_sc_hd__a31oi_1: 10 / 0.62
sky130_fd_sc_hd__inv_1: 26 / 0.97
sky130_fd_sc_hd__dfxtp_1: 235 / 47
sky130_fd_sc_hd__and3_1: 26 / 1.6
sky130_fd_sc_hd__nor2_1: 241 / 9.0
sky130_fd_sc_hd__nand4b_1: 4 / 0.35
sky130_fd_sc_hd__nor4_1: 31 / 1.9
sky130_fd_sc_hd__or4_1: 10 / 0.75
sky130_fd_sc_hd__a21o_1: 5 / 0.37
sky130_fd_sc_hd__o21ai_0: 12 / 0.60
sky130_fd_sc_hd__clkbuf_1: 28 / 1.0
sky130_fd_sc_hd__xor2_1: 81 / 7.1
sky130_fd_sc_hd__o21ai_1: 5 / 0.25
sky130_fd_sc_hd__nand2b_1: 4 / 0.25
sky130_fd_sc_hd__nand4_1: 31 / 1.9
sky130_fd_sc_hd__and4_1: 9 / 0.78
sky130_fd_sc_hd__nor3_1: 32 / 1.6
sky130_fd_sc_hd__xnor2_1: 79 / 6.9
sky130_fd_sc_hd__nand2_1: 82 / 3.1
sky130_fd_sc_hd__a2111oi_0: 8 / 0.70
sky130_fd_sc_hd__a211oi_1: 7 / 0.52
-- worst register-to-register path: cells and delay by family, from the launching register on --
family | cells | cell delay [ps]
AND-OR/OR-AND | 3 | 730
adder cells (fa/ha/maj) | 1 | 160
buffers and inverters | 2 | 330
flip-flops | 1 | 400
AND/OR/NAND/NOR | 2 | 420
-- per-stage QoR --
| stage | utilization, % | area (um^2) |
|---|---|---|
| after detailed placement | 33.0 | 10800 |
| final | 35.5 | 11600 |
| after CTS | 35.5 | 11600 |
| after global routing | 35.5 | 11600 |
| after floorplan | - | 10200 |
| after global placement | 33.0 | 10800 |
-- cell type report --
cell class,count,area [um^2],share of cell area (%)
clock buffers,36,747,6.43
clock inverters,6,80.1,0.690
inverters,26,97.6,0.840
multi-input cells,897,5260,45.3
flip-flops and latches,235,4700,40.5
well taps,442,553,4.76
repair buffers,19,175,1.51
-- sequential cells by signal, indices dropped and copies added, names as in the netlist --
register and cells:
F1o.clkdis 1, F1o.contador7 25, F1o.contador1 25, F1o.contador6 25, F1o.F1 1, F1o.F8 1, F1o.F7 1, F1o.contador8 25
F1o.contador3 25, F1o.contador2 25, disp1.cont 1, F1o.contador5 25, F1o.contador9 25, F1o.contador4 25, F1o.F6 1, F1o.F5 1
F1o.F2 1, F1o.F3 1, F1o.F4 1
-- per-layer routing --
metal / routed length [um] / global-route usage (%)
met1: 9210 / 16.5
met2: 7190 / 15.9
met3: 494 / 1.50
met4: 454 / 2.35
met5: 0 / 0
Power figures rest on the tool's default switching activity, not on a simulated workload.
