[./config.mk]
export PLATFORM = sky130hd
export DESIGN_NAME = calculator_top
export DESIGN_NICKNAME = calculator_top
export VERILOG_FILES = /design/flow/design.v
export SDC_FILE = /design/flow/constraint.sdc
export NUM_CORES = 4
export LEC_CHECK = 1
export CORE_AREA = 10 10 87 87
export DIE_AREA = 0 0 97 97
[./constraint.sdc]
current_design calculator_top

set clk_period 1.8
set clk_io_pct 0.2

create_clock -name clk0 -period $clk_period [get_ports {clk}]

set non_clock_inputs [all_inputs -no_clocks]
set_input_delay [expr $clk_period * $clk_io_pct] -clock clk0 $non_clock_inputs
set_output_delay [expr $clk_period * $clk_io_pct] -clock clk0 [all_outputs]
[./design.v]
module pow_module (
    input clk,
    input reset,
    input [3:0] base,
    input [3:0] exp,
    output reg [7:0] result,
    output reg done
);
reg [3:0] counter;
reg [7:0] temp_result;
reg [1:0] state;
localparam IDLE = 2'b00;
localparam CALC = 2'b01;
localparam DONE = 2'b10;
always @(posedge clk or posedge reset) begin
    if (reset) begin
        result <= 8'd1;
        temp_result <= 8'd1;
        counter <= 4'd0;
        state <= IDLE;
        done <= 1'b0;
    end else begin
        case (state)
            IDLE: begin
                if (exp > 0) begin
                    temp_result <= 8'd1;
                    counter <= 4'd0;
                    state <= CALC;
                    done <= 1'b0;
                end else begin
                    result <= 8'd1;
                    done <= 1'b1;
                end
            end
            CALC: begin
                if (counter < exp) begin
                    temp_result <= temp_result * base;
                    counter <= counter + 4'b1;
                end else begin
                    result <= temp_result;
                    state <= DONE;
                end
            end
            DONE: begin
                done <= 1'b1;
                state <= IDLE;
            end
        endcase
    end
end
endmodule
module alu (
    input clk,
    input reset,
    input [3:0] a,
    input [3:0] b,
    input [2:0] opcode,
    output reg [7:0] result
);
wire [7:0] result1;
wire [7:0] pow_result;
wire pow_done;
pow_module u_pow (
    .clk(clk),
    .reset(reset),
    .base(a),
    .exp(b),
    .result(pow_result),
    .done(pow_done)
);
always @(posedge clk or posedge reset) begin
    if (reset) begin
        result <= 8'b0;
    end else begin
        case (opcode)
            3'b000: result <= a + b;         
            3'b001: result <= a - b;         
            3'b010: result <= (b != 0) ? (a / b) : 8'b11111111;  
            3'b011: result <= a * b;         
            3'b100: begin                    
                if (pow_done) begin
                    result <= pow_result;
                end
            end
            3'b101: result <= (a * b) / 8'd100;  
            default: result <= 8'b00000000;   
        endcase
    end
end
assign result1 = result;
endmodule
module controller (
    input clk,
    input reset,
    input [3:0] key,
    input key_valid,
    output reg [7:0] result,
    output reg [3:0] op_display  
);
reg [3:0] a, b;
reg [2:0] opcode;
reg [1:0] state;
reg [3:0] temp_a, temp_b;  
reg loading_a, loading_b;  
localparam STATE_IDLE = 2'b00;
localparam STATE_OP = 2'b01;
localparam STATE_B = 2'b10;
localparam STATE_CALC = 2'b11;
localparam KEY_EQ = 4'b1110;  
alu u_alu (
    .clk(clk),
    .reset(reset),
    .a(a),
    .b(b),
    .opcode(opcode),
    .result(result1)
);
always @(posedge clk or posedge reset) begin
    if (reset) begin
        state <= STATE_IDLE;
        a <= 4'b0000;
        b <= 4'b0000;
        temp_a <= 4'b0000;
        temp_b <= 4'b0000;
        opcode <= 3'b000;
        result <= 8'b00000000;
        op_display <= 4'b0000;  
        loading_a <= 1'b0;
        loading_b <= 1'b0;
    end else if (key_valid) begin
        case (state)
            STATE_IDLE: begin
                if (key <= 4'b1001) begin  
                    temp_a <= temp_a * 4'd10 + key;  
                    loading_a <= 1'b1;  
                end else if (key >= 4'b1010 && key <= 4'b1101) begin  
                    if (loading_a) begin
                        a <= temp_a;  
                        loading_a <= 1'b0;  
                        temp_a <= 4'b0000;  
                    end
                    case (key)
                        4'b1010: opcode <= 3'b000;  
                        4'b1011: opcode <= 3'b001;  
                        4'b1100: opcode <= 3'b010;  
                        4'b1101: opcode <= 3'b011;  
                        4'b1110: opcode <= 3'b100;  
                        4'b1111: opcode <= 3'b101;  
                    endcase
                    op_display <= key;  
                    state <= STATE_B;  
                end
            end
            STATE_B: begin
                if (key <= 4'b1001) begin  
                    temp_b <= temp_b * 4'd10 + key;  
                    loading_b <= 1'b1;  
                end else if (key == KEY_EQ) begin  
                    if (loading_b) begin
                        b <= temp_b;  
                        loading_b <= 1'b0;  
                        temp_b <= 4'b0000;  
                    end
                    result <= u_alu.result1;  
                    state <= STATE_IDLE;
                end
            end
        endcase
    end
end
endmodule
module calculator_top (
    input clk,
    input reset,
    input [3:0] row,
    output wire [3:0] col,
    output wire [7:0] result,
    output [3:0] op_display  
);
wire [3:0] key;
wire key_valid;
keypad_mat u_keypad (
    .clk(clk),
    .reset(reset),
    .row(row),
    .col(col),
    .key(key),
    .key_valid(key_valid)
);
controller u_controller (
    .clk(clk),
    .reset(reset),
    .key(key),
    .key_valid(key_valid),
    .result(result),
    .op_display(op_display)  
);
endmodule
module keypad_mat (
    input clk,
    input reset,
    input [3:0] row,
    output reg [3:0] col,
    output reg [3:0] key,
    output reg key_valid
);
initial col = 4'b0001;  
always @(posedge clk or posedge reset) begin
    if (reset) begin
        col <= 4'b0001;
    end else begin
        col <= {col[2:0], col[3]};  
    end
end
always @(posedge clk) begin
    key_valid <= 0;  
    if (col == 4'b0001) begin
        if (row[0] == 1) begin key <= 4'b0000; key_valid <= 1; end  
        else if (row[1] == 1) begin key <= 4'b0100; key_valid <= 1; end  
        else if (row[2] == 1) begin key <= 4'b1000; key_valid <= 1; end  
        else if (row[3] == 1) begin key <= 4'b1100; key_valid <= 1; end  
    end
    else if (col == 4'b0010) begin
        if (row[0] == 1) begin key <= 4'b0001; key_valid <= 1; end  
        else if (row[1] == 1) begin key <= 4'b0101; key_valid <= 1; end  
        else if (row[2] == 1) begin key <= 4'b1001; key_valid <= 1; end  
        else if (row[3] == 1) begin key <= 4'b1101; key_valid <= 1; end  
    end
    else if (col == 4'b0100) begin
        if (row[0] == 1) begin key <= 4'b0010; key_valid <= 1; end  
        else if (row[1] == 1) begin key <= 4'b0110; key_valid <= 1; end  
        else if (row[2] == 1) begin key <= 4'b1010; key_valid <= 1; end  
        else if (row[3] == 1) begin key <= 4'b1110; key_valid <= 1; end  
    end
    else if (col == 4'b1000) begin
        if (row[0] == 1) begin key <= 4'b0011; key_valid <= 1; end  
        else if (row[1] == 1) begin key <= 4'b0111; key_valid <= 1; end  
        else if (row[2] == 1) begin key <= 4'b1011; key_valid <= 1; end  
        else if (row[3] == 1) begin key <= 4'b1111; key_valid <= 1; end  
    end
end
endmodule
[./run.sh]
#!/bin/bash
# OpenROAD 26Q1-2900-gdf79404cd8, Yosys 0.63+post, stock flow scripts
make -C /OpenROAD-flow-scripts/flow DESIGN_CONFIG=/design/flow/config.mk WORK_HOME=/design/flow/orfs finish
==> run notes <==
The flow run is done. The flow ran to the end, and the final reports show no timing, DRC or antenna violations. Number of global-route vias before repair landed at about 490. TritonCTS built the clock tree. Total CTS buffers landed at 3. The script logs the ratio of routed vias to standard cells as approximately 2.9. Post-CTS resize count landed at 0. Entering global routing, the biggest net connects 11 pins. Setup total negative slack on the finished layout was measured at 0 ps. Per the CTS log, the root buffer master is sky130_fd_sc_hd__clkbuf_8. Top achievable clock speed landed at 0.597 GHz.

The script extracted a total leakage power of between 0.3 and 0.4 nW. Initial core utilization landed at 0.116. Average size of a mapped cell landed at 12.1 µm².

The count of buffers added on input and output ports is 13. After filler insertion, the fill cell instance count of the layout stands at 624. Worst slack after detailed placement landed at 110 ps. Yosys stat counts between 50 and 60 cells in the synthesized netlist. Number of antenna violations at the first check in global routing landed at 0. Post-detailed-routing wire length landed at 1240 µm. The main area contributors are sky130_fd_sc_hd__dfrtp_1 31%, sky130_fd_sc_hd__edfxtp_1 18%, sky130_fd_sc_hd__buf_4 9.2%. The worst setup path is of the register to output port kind.

Placeable core area landed at ~5600 µm². Fraction of layout cells with a size suffix above 1 landed at 0.143. Total power normalized to cell area comes to roughly 720 nW/µm².

The sequential cells in the finished layout cover a total of 393 µm². The count of cells in the finished layout, fillers not included, comes to roughly 140. In the Yosys stats the netlist draws on 24 distinct library cells. Summing over the stages, the warning tally comes to 25. The cell type that accounts for the most area after synthesis is sky130_fd_sc_hd__dfrtp_1.

Once routing completed, OpenROAD measured the worst setup slack at roughly 130 ps. Yosys warning count landed at 8. The die is around 97 µm wide. In this run the remaining antenna-violating nets after routing total 0. Diode insertion count for antenna repair landed at 0.

The signal on the critical path passes through clkdlybuf4s50_1. The cell family contributing the most delay on the critical path is flip-flops. Setup repair after global routing left no endpoint under its margin. The share of synthesized area in the top cell type comes to 0.307. Worst path buffer plus inverter count landed at 1.

Number of H-tree levels landed at 1. Post-route period utilization is reported as 0.930. CTS reports a maximum clock tree buffer depth of 2. Minimum clock period after layout landed at 1670 ps. The first global-routing pass estimated 2160 µm of wire.

The tightest min-delay check is of the input port to async pin type. The routed layout reports a DRC error count of 0. For this block, the via count after detailed routing is between 400 and 500. Count of hold-fix buffers inserted at cts landed at 0. The longest incremental delay of any stage on the critical path is reported as between 500 and 600 ps. Required time of the critical path landed at 1440 ps. For this run, the total global-route usage over all layers was measured as 0.0272. Post-placement cell count landed at between 100 and 150. The worst setup path is launched from a register.

Die outline area landed at ~9400 µm². Looking at the critical path, the single cell with the biggest stage delay is sky130_fd_sc_hd__dfstp_2. Clock insertion delay at the later pin of the skew report landed at about 240 ps. For reference, the placement row count at floorplan is 27. Per the repair_timing log after CTS, setup buffers inserted total 0. Leftover overflow at the end of global routing landed at 0. Between the synthesized netlist and the finished layout, the area growth was recorded as 35.4%. After detailed routing, the average wire length per cell comes to just under 9 µm.

Routability-driven placement finished with a final weighted congestion of a little over 0.7. Across the run, the number of max-cap violations was 0. After legalization and detailed placement, the total HPWL measured 1030 µm. The worst setup path is captured at an output port.

After technology mapping, the gate count stands at about 54. In this run the critical register-to-register path is launched from u_keypad.col[0]$_DFF_PP1_. Along the worst path, the maximum fanout reaches 5. For this run, the register share of the synthesized area comes to 0.602. The final hold violation count recorded for this run is 0. For this block, the initial DRC count from the detailed router was 16. First-pass iteration count of the detailed router landed at 4.

The vertical die dimension reported for this design is approximately 97 µm. According to the I/O placement log, the pin count is 22. The clock net in this run drives a total of 15 sinks. Max-slew check failures listed in the final report amount to 0. For this run, the final setup violation count is recorded as 0.

The final timing report lists clock skew as roughly 2.6 ps. The area taken by multi-input combinational cells is reported as about 220 µm². For this run, the chip area from Yosys synthesis comes to approximately 650 µm². Cell area after synthesis landed at around 650 µm². Data on the critical path arrives at its endpoint at between 1000 and 1500 ps. Clock transition at the registers of the reported paths landed at ~60 ps. Per the power-grid run, VDD falls by no more than around 0.43 mV. Per STA, the startpoint of the critical path is u_keypad.col[0]$_DFF_PP1_. Number of storage elements in the synthesis netlist landed at 15.
[power by group]
group | internal, W | leakage, nW | switching, W
registers | 0.000349 | 0.181 | 0
logic | 0.0000107 | 0.130 | 0.00000979
clock network | 0.000156 | 0.0228 | 0.000107
total | 0.000516 | 0.333 | 0.000117
[final timing paths]
path / to / slack [ps] / cells after the start
max in group asynchronous: u_keypad.col[0]$_DFF_PP1_ / 1030 / 2
worst max register to register: u_keypad.key[0]$_SDFFCE_PP0P_ / 140 / 3
min in group clk0: u_keypad.col[1]$_DFF_PP0_ / 440 / 0
worst min-delay path: u_controller.state[1]$_DFF_PP0_ / 430 / 2
worst max-delay path: col[0] / 130 / 1
worst min register to register: u_keypad.col[1]$_DFF_PP0_ / 440 / 0
[metal layers]
| metal | up-vias | GRT usage | wire [µm] |
|---|---|---|---|
| met5 | - | 0 | 0 |
| met3 | 0 | 0.0265 | 147 |
| met4 | 0 | 0.00225 | 0 |
| met1 | 194 | 0.0290 | 563 |
| met2 | 14 | 0.0394 | 531 |
| li1 | 206 | - | - |
[layout make-up]
class,instances,share of cell area
tap,72,0.102
timing repair buffer,13,0.147
sequential,15,0.444
inverter,3,0.0127
clock buffer,4,0.0509
multi-input combinational,35,0.243
[state kept, by name, indices dropped and copies added (netlist names)]
name and flops:
u_keypad.key 4, u_controller.op_display 4, u_keypad.key_valid 1, u_controller.state 2, u_keypad.col 4
[per-stage QoR]
| stage | total power, W | util | cell area [µm²] | hold WS [ps] |
|---|---|---|---|---|
| 6_report | 0.000633 | 0.157 | 885 | 434 |
| 5_1_grt | 0.000665 | 0.157 | 885 | 452 |
| 4_1_cts | 0.000642 | 0.157 | 885 | 441 |
| 3_5_place_dp | 0.000377 | 0.149 | 840 | 431 |
| 3_3_place_gp | 0.000377 | 0.149 | 840 | 422 |
| 2_1_floorplan | 0.000373 | - | 679 | 199 |
[synth_stat cells]
cell	count
sky130_fd_sc_hd__o21ba_2	1
sky130_fd_sc_hd__nand3_1	1
sky130_fd_sc_hd__dfrtp_1	8
sky130_fd_sc_hd__a32o_1	1
sky130_fd_sc_hd__nand2b_1	1
sky130_fd_sc_hd__nor2_1	1
sky130_fd_sc_hd__conb_1	1
sky130_fd_sc_hd__inv_1	3
sky130_fd_sc_hd__dfxtp_1	1
sky130_fd_sc_hd__o21ai_0	3
sky130_fd_sc_hd__a31oi_1	1
sky130_fd_sc_hd__o211ai_1	1
sky130_fd_sc_hd__dfstp_2	2
sky130_fd_sc_hd__mux2_2	2
sky130_fd_sc_hd__or3_1	3
sky130_fd_sc_hd__xnor2_1	4
sky130_fd_sc_hd__buf_4	8
sky130_fd_sc_hd__nand2_1	1
sky130_fd_sc_hd__nor2_2	1
sky130_fd_sc_hd__o31ai_1	1
sky130_fd_sc_hd__edfxtp_1	4
sky130_fd_sc_hd__a21oi_1	3
sky130_fd_sc_hd__or2_2	1
sky130_fd_sc_hd__nor4_1	1
[cells in the final DEF (no fill, tap or decap), types with 3 or more instances in the layout]
master	Yosys	routed
sky130_fd_sc_hd__a21oi_1	3	3
sky130_fd_sc_hd__clkbuf_8	0	3
sky130_fd_sc_hd__clkdlybuf4s50_1	0	13
sky130_fd_sc_hd__conb_1	1	8
sky130_fd_sc_hd__dfrtp_1	8	8
sky130_fd_sc_hd__edfxtp_1	4	4
sky130_fd_sc_hd__inv_1	3	3
sky130_fd_sc_hd__o21ai_0	3	3
sky130_fd_sc_hd__or3_1	3	3
sky130_fd_sc_hd__xnor2_1	4	4
[cells by family after synthesis]
kind of cell | share of synthesized area
buf+inv | 0.109
other cells | 0.00574
simple gates | 0.0862
compound gates | 0.109
mux | 0.0345
flops | 0.602
xor+xnor | 0.0536
Power figures rest on the tool's default switching activity, not on a simulated workload.
