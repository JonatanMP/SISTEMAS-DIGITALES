==> flow/design.v <==
module sumador (                                                                   
input a, b, cen,                                                                   
output s, csal                                                                     
);                                                                                 
assign s=  (~a & ~b & cen) | (~a & b & ~cen) | (a & ~b & ~cen) | (a & b & cen);    
assign csal= (b & cen) | (a & cen) | (b & a);                                      
endmodule                                                                          
module restador (                                                                  
input a, b, cen,                                                                   
output s, csal                                                                     
);                                                                                 
assign s=  (~a & ~b & cen) | (~a & b & ~cen) | (a & ~b & ~cen) | (a & b & cen);    
assign csal= (b & cen) | (~a & cen) | (b & ~a);                                    
endmodule                                                                          
module comparador (                                                                                                  
input a, b, pin, ein, min,                                                                                           
output pout, eout, mout                                                                                              
);                                                                                                                   
assign pout =  (~b & pin & ~ein & ~min) | (a & ~b & ~pin & ~ein) | (a & ~b & ~pin & ~min) | (a & pin & ~ein & ~min);  
assign eout = (~a & ~b & ~pin & ein & ~min) | (a & b & ~pin & ~min);                                                  
assign mout = (~a & ~pin & ~ein & min) | (~a & b & ~pin & ~min) | (~a & b & ~ein & ~min) | (b & ~pin & ~ein & min);   
endmodule                                                                                                            
module sumador4bit (
    input [3:0] a,
    input [3:0] b,
    input cen, 
    output [3:0] s,
    output csal4
);
wire csal1,csal2,csal3;
sumador bit1 (.a(a[0]), .b(b[0]), .cen(cen), .s(s[0]), .csal(csal1));
sumador bit2 (.a(a[1]), .b(b[1]), .cen(csal1), .s(s[1]), .csal(csal2)); 
sumador bit3 (.a(a[2]), .b(b[2]), .cen(csal2), .s(s[2]), .csal(csal3)); 
sumador bit4 (.a(a[3]), .b(b[3]), .cen(csal3), .s(s[3]), .csal(csal4)); 
endmodule
module restador4bit (
    input [3:0] a,
    input [3:0] b,
    input cen, 
    output [3:0] s,
    output csal4
);
wire csal1,csal2,csal3;
restador bit1 (.a(a[0]), .b(b[0]), .cen(cen), .s(s[0]), .csal(csal1));
restador bit2 (.a(a[1]), .b(b[1]), .cen(csal1), .s(s[1]), .csal(csal2)); 
restador bit3 (.a(a[2]), .b(b[2]), .cen(csal2), .s(s[2]), .csal(csal3)); 
restador bit4 (.a(a[3]), .b(b[3]), .cen(csal3), .s(s[3]), .csal(csal4)); 
endmodule
module comparador4bit (
    input [3:0] a,
    input [3:0] b,
    input pin, ein, min, 
    output pout4, eout4, mout4
);
wire pout1,pout2,pout3;
wire eout1,eout2,eout3;
wire mout1,mout2,mout3;
comparador bit1 (.a(a[0]), .b(b[0]), .pin(pin), .ein(ein), .min(min), .pout(pout1), .eout(eout1), .mout(mout1));
comparador bit2 (.a(a[1]), .b(b[1]), .pin(pout1), .ein(eout1), .min(mout1), .pout(pout2), .eout(eout2), .mout(mout2)); 
comparador bit3 (.a(a[2]), .b(b[2]), .pin(pout2), .ein(eout2), .min(mout2), .pout(pout3), .eout(eout3), .mout(mout3)); 
comparador bit4 (.a(a[3]), .b(b[3]), .pin(pout3), .ein(eout3), .min(mout3), .pout(pout4), .eout(eout4), .mout(mout4)); 
endmodule
module multiplicador8bit(
    input [3:0]a,
    input [3:0]b,
    output [7:0]p,
    output [15:0]m
);
    wire cout00, cout01, cout02, cout03, cout04, cout05;
    wire acarreo00, acarreo01, acarreo02, acarreo03;
    wire cout10, cout11, cout12, cout13, cout14, cout15, cout16;
    wire acarreo10, acarreo11, acarreo12, acarreo13, acarreo14;
    wire acarreo20, acarreo21, acarreo22, acarreo23, acarreo24, acarreo25;
    assign m[0] = (a[0])&(b[0]);
    assign m[1] = (a[0])&(b[1]);
    assign m[2] = (a[0])&(b[2]);
    assign m[3] = (a[0])&(b[3]);
    assign m[4] = (a[1])&(b[0]);
    assign m[5] = (a[1])&(b[1]);
    assign m[6] = (a[1])&(b[2]);
    assign m[7] = (a[1])&(b[3]);
    assign m[8] = (a[2])&(b[0]);
    assign m[9] = (a[2])&(b[1]);
    assign m[10] = (a[2])&(b[2]);
    assign m[11] = (a[2])&(b[3]);
    assign m[12] = (a[3])&(b[0]);
    assign m[13] = (a[3])&(b[1]);
    assign m[14] = (a[3])&(b[2]);
    assign m[15] = (a[3])&(b[3]);
    sumador R00 (.a(m[0]), .b(1'b0), .cen(1'b0), .s(cout00), .csal(acarreo00));
    sumador R01 (.a(m[1]), .b(m[4]), .cen(acarreo00), .s(cout01), .csal(acarreo01));
    sumador R02 (.a(m[2]), .b(m[5]), .cen(acarreo01), .s(cout02), .csal(acarreo02));
    sumador R03 (.a(m[3]), .b(m[6]), .cen(acarreo02), .s(cout03), .csal(acarreo03));
    sumador R04 (.a(0), .b(m[7]), .cen(acarreo03), .s(cout04), .csal(cout05));
    sumador R10 (.a(cout00), .b(1'b0), .cen(1'b0), .s(cout10), .csal(acarreo10));
    sumador R11 (.a(cout01), .b(1'b0), .cen(acarreo10), .s(cout11), .csal(acarreo11));
    sumador R12 (.a(cout02), .b(m[8]), .cen(acarreo11), .s(cout12), .csal(acarreo12));
    sumador R13 (.a(cout03), .b(m[9]), .cen(acarreo12), .s(cout13), .csal(acarreo13));
    sumador R14 (.a(cout04), .b(m[10]), .cen(acarreo13), .s(cout14), .csal(acarreo14));
    sumador R15 (.a(cout05), .b(m[11]), .cen(acarreo14), .s(cout15), .csal(cout16));
    sumador R20 (.a(cout10), .b(1'b0), .cen(1'b0), .s(p[0]), .csal(acarreo20));
    sumador R21 (.a(cout11), .b(1'b0), .cen(acarreo20), .s(p[1]), .csal(acarreo21));
    sumador R22 (.a(cout12), .b(1'b0), .cen(acarreo21), .s(p[2]), .csal(acarreo22));
    sumador R23 (.a(cout13), .b(m[12]), .cen(acarreo22), .s(p[3]), .csal(acarreo23));
    sumador R24 (.a(cout14), .b(m[13]), .cen(acarreo23), .s(p[4]), .csal(acarreo24));
    sumador R25 (.a(cout15), .b(m[14]), .cen(acarreo24), .s(p[5]), .csal(acarreo25));
    sumador R26 (.a(cout16), .b(m[15]), .cen(acarreo25), .s(p[6]), .csal(p[7]));
endmodule
module opcontrol (
    input [1:0] sel,        
    input [3:0] a, b,       
    output reg [7:0] s,     
    output reg sal,         
    output reg pout,        
    output reg eout,
    output reg mout
);
    wire [3:0] sum_out, sub_out;
    wire [7:0] mul_out;
    wire sum_carry, sub_borrow;
    wire comp_pout, comp_eout, comp_mout;
    sumador4bit sumador_inst (
        .a(a),
        .b(b),
        .cen(1'b0),  
        .s(sum_out),
        .csal4(sum_carry)
    );
    restador4bit restador_inst (
        .a(a),
        .b(b),
        .cen(1'b0),  
        .s(sub_out),
        .csal4(sub_borrow)
    );
    comparador4bit comparador_inst (
        .a(a),
        .b(b),
        .pin(1'b0),
        .ein(1'b0),
        .min(1'b0),
        .pout4(comp_pout),
        .eout4(comp_eout),
        .mout4(comp_mout)
    );
    multiplicador8bit multiplicador_inst(
        .a(a),
        .b(b),
        .p(mul_out),
   );
    always @(*) begin
        s = 4'b0000;
        sal = 1'b0;
        pout = 1'b0;
        eout = 1'b0;
        mout = 1'b0;
        case (sel)
            2'b00: begin  
                s = sum_out;
                sal = sum_carry;
            end
            2'b01: begin  
                s = sub_out;
                sal = sub_borrow;
            end
            2'b10: begin  
                pout = comp_pout;
                eout = comp_eout;
                mout = comp_mout;
            end
            2'b11: begin
                s = mul_out;
            end
        endcase
    end
endmodule
==> flow/run.sh <==
#!/bin/bash
# OpenROAD 26Q1-2900-gdf79404cd8, Yosys 0.63+post, stock flow scripts
make -C /OpenROAD-flow-scripts/flow DESIGN_CONFIG=/design/flow/config.mk WORK_HOME=/design/flow/orfs finish
==> flow/config.mk <==
export PLATFORM = sky130hd
export DESIGN_NAME = opcontrol
export DESIGN_NICKNAME = opcontrol
export VERILOG_FILES = /design/flow/design.v
export SDC_FILE = /design/flow/constraint.sdc
export NUM_CORES = 4
export LEC_CHECK = 1
export CORE_AREA = 10 10 76 76
export DIE_AREA = 0 0 86 86
==> flow/constraint.sdc <==
current_design opcontrol

set clk_period 3.9
set clk_io_pct 0.2

create_clock -name clk0 -period $clk_period

set non_clock_inputs [all_inputs -no_clocks]
set_input_delay [expr $clk_period * $clk_io_pct] -clock clk0 $non_clock_inputs
set_output_delay [expr $clk_period * $clk_io_pct] -clock clk0 [all_outputs]
==> impl_metrics.sql <==
-- physical implementation figures
INSERT INTO impl_metrics (metric_group, metric, value, unit) VALUES
('place', 'dpl.hpwl', '2130', 'microns'),
('place', 'io_buffer_count', '22', ''),
('synthesis', 'postSynthCellCount', '118', ''),
('timing', 'final_max_slew_viol_count', '0', ''),
('timing', 'grt_setup_unrepaired', 'true', ''),
('grt', 'gr-usage-all-layers', '0.0716', ''),
('cells_and_area', 'finish.utilization', '0.354', ''),
('timing', 'post-route-period-util', '1.20', ''),
('timing', 'setup_violations', '4', ''),
('cells_and_area', 'num-fill-cells', '418', ''),
('synthesis', 'syn_avg_cell_area', '7.39', 'sq um'),
('cells_and_area', 'area.combinational', '887', 'sq um'),
('cells_and_area', 'share_of_layout_cells_above_drive_strength_1', '0.378', ''),
('route', 'drt_first_iter_violations', '34', ''),
('synthesis', 'synth_cell_type_count', '35', ''),
('critical_path', 'startpoint_type', 'input port', ''),
('synthesis', 'yosys-stat-cells', '118', ''),
('critical_path', 'worst_setup_path_end_kind', 'output pin', ''),
('timing', 'max_freq', '214', 'MHz'),
('synthesis', 'netlist_area', '872', 'sq um'),
('route', 'drcViolationCount', '0', ''),
('outcome', 'violations_in_the_final_reports', 'negative setup slack', ''),
('synthesis', 'yosysTopAreaCellShare', '0.230', ''),
('power', 'power.density_cell_area', '117', 'mW/mm^2'),
('grt', 'grt_pass1_vias', '985', ''),
('die', 'die-area', '0.00740', 'sq mm'),
('die', 'horizontal_die_size', '86', 'microns'),
('route', 'route.final.wire_length', '2480', 'microns'),
('job', 'max_cap_violations', '0', ''),
('timing', 'maxSlewHeadroom', '0.766', ''),
('timing', 'final_hold_viols', '0', ''),
('route', 'drt-wirelength-per-cell', '11.6', 'microns'),
('die', 'floorplan.core_util', '0.212', ''),
('critical_path', 'path_max_fanout', '2', ''),
('die', 'chipHeight', '86', 'microns'),
('cells_and_area', 'design.seq.count', '0', ''),
('outcome', 'run_status', 'finished with violations', ''),
('grt', 'grt_first_pass_wirelength', '4570', 'microns'),
('synthesis', 'yosysSeqAreaShare', '0', ''),
('timing', 'final_worst_setup_slack', '-0.768', 'ns'),
('die', 'num_rows', '23', ''),
('synthesis', 'synth-area-yosys', '872', 'sq um'),
('route', 'antennaDiodeCount', '0', ''),
('synthesis', 'tally_of_yosys_warning_messages', '2', ''),
('min_path', 'hold_path.class', 'in2out', ''),
('cells_and_area', 'ff_latch_area', '0', 'sq um'),
('timing', 'fin_worst_hold_slack', '2.33', 'ns'),
('route', 'vias', '955', ''),
('critical_path', 'critPathArrivalTime', '3.89', 'ns'),
('place', 'place_congestion', '0.828', ''),
('cells_and_area', 'num-clock-buffers', '0', ''),
('clock_tree', 'ctsHoldBuffers', '0', ''),
('timing', 'tightestPinTransition', '0.350', 'ns'),
('critical_path', 'cp.required', '3.12', 'ns'),
('grt', 'grt.overflow.total', '0', ''),
('die', 'core', '0.00412', 'sq mm'),
('power', 'static-leakage-power', '0.639', 'nW'),
('job', 'log.warning_count', '38', ''),
('cells_and_area', 'areaGrowthSynthToFinish', '67.1', '%'),
('route', 'drt_pass1_iterations', '3', ''),
('route', 'vias_per_cell', '4.46', ''),
('power', 'ir_worst_vdd', '0.0000380', 'V'),
('grt', 'number_of_antenna_violations_at_the_first_check_in_global_routing', '0', ''),
('die', 'number_of_i_o_pins', '22', ''),
('critical_path', 'timing_worst_setup_path_type', 'in2out', ''),
('route', 'antenna_left', '0', ''),
('synthesis', 'topCellsByArea', 'fa_1 (23%), ha_1 (11%), inv_1 (6.0%), nand2_1 (5.6%), nor2_1 (5.2%)', ''),
('synthesis', 'yosysTopAreaCell', 'fa_1', ''),
('timing', 'fin_crit', '4.67', 'ns'),
('grt', 'grt_max_degree', '10', '');
==> worst paths after layout <==
kind                  from   end  slack [ns]  cells after the start
worst min-delay path  b[0]  s[0]        2.33                      5
worst max-delay path  b[0]  s[7]       -0.77                     17
==> area by class of cell <==
cell class                      instances  area share
Tap cell                               50      0.0429
Multi-Input combinational cell         99       0.609
Timing Repair Buffer                   51       0.304
Inverter                               14      0.0446
==> critical path: stages <==
cell and delay (ns):
buf_8 0.08, inv_4 0.03, nor2_4 0.15, ha_4 0.15, a21o_1 0.11, a21oi_2 0.05
a31o_2 0.23, ha_4 0.16, maj3_2 0.31, fa_2 0.34, fa_1 0.50, inv_2 0.04
fa_2 0.37, buf_6 0.12, maj3_2 0.30, nor2_2 0.07, buf_2 0.09
==> metrics by stage <==
step / cell area (sq um) / cells / setup slack [ns] / total power, mW / TNS (ns)
after floorplan: 940 / 118 / -0.466 / 0.0883 / -1.22
after global placement: 1370 / 211 / -1.51 / 0.161 / -6.91
after detailed placement: 1370 / 211 / -1.53 / 0.162 / -7.01
after CTS: 1420 / 214 / -0.828 / 0.170 / -2.37
after global routing: 1460 / 214 / -0.925 / 0.197 / -2.86
final: 1460 / 214 / -0.768 / 0.171 / -2.14
==> power by group <==
part	switching (mW)	internal [mW]
Sequential	0	0
Clock	0	0
Combinational	0.0753	0.0953
Total	0.0753	0.0953
==> logic make-up after synthesis <==
kind of cell / after synthesis / synth area share
xor+xnor: 6 / 0.0603
fa+ha+maj: 20 / 0.367
simple gates: 45 / 0.260
mux: 3 / 0.0359
buf+inv: 19 / 0.0861
compound gates: 25 / 0.191
==> cells in the final DEF, fill, tap and decap left out, types with 4 or more instances in the layout <==
cell type,instances
buf_4,27
xnor2_1,4
nand3_1,4
a21oi_1,4
o21ai_0,5
nor2_1,9
buf_2,4
inv_1,8
fa_1,7
nand2_1,13
ha_1,4
and2_1,4
clkdlybuf4s50_1,12
==> synthesized netlist by cell type (3+ instances only) <==
master    n
nand3_1   4
fa_1     10
ha_1      8
nand2_1  13
xnor2_1   5
o21ai_0   5
nor2b_1   3
nor2_1   12
o31ai_1   3
inv_1    14
a21oi_1   5
buf_2     3
and2_1    4
==> metal layers <==
metal	global-route usage	routed length (microns)
met1	0.0951	1140
met2	0.131	1300
met5	0	0
met4	0	0
met3	0.00381	38
==> what timing repair did <==
action	in CTS	in global routing
endpoints found under the setup margin	10	6
pin swaps	16	14
gates resized	46	11
setup buffers	3	0
Power and IR drop assume default switching activity.
